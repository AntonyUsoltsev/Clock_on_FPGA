**flow/run.sh**
```bash
#!/bin/bash
# OpenROAD 26Q1-2900-gdf79404cd8, Yosys 0.63+post, stock flow scripts
make -C /OpenROAD-flow-scripts/flow DESIGN_CONFIG=/design/flow/config.mk WORK_HOME=/design/flow/orfs finish
```
**flow/config.mk**
```make
export PLATFORM = sky130hd
export DESIGN_NAME = lab_clock
export DESIGN_NICKNAME = lab_clock
export VERILOG_FILES = /design/flow/design.v
export SDC_FILE = /design/flow/constraint.sdc
export NUM_CORES = 4
export LEC_CHECK = 1
export CORE_UTILIZATION = 30
```
**flow/constraint.sdc**
```tcl
current_design lab_clock

set clk_period 5.9
set clk_io_pct 0.2

create_clock -name clk0 -period $clk_period [get_ports {CLK}]

set non_clock_inputs [all_inputs -no_clocks]
set_input_delay [expr $clk_period * $clk_io_pct] -clock clk0 $non_clock_inputs
set_output_delay [expr $clk_period * $clk_io_pct] -clock clk0 [all_outputs]
```
**flow/design.v**
```verilog
`timescale 1ns / 1ps
module num_module(
        input [3:0]number,
        input param,
        input CLK,
        output reg[6:0]digit
        );
    always@(posedge CLK) 
        if (param)   
          case(number) 
            4'd0 : digit <= 7'b0111111;
            4'd1 : digit <= 7'b0000110;
            4'd2 : digit <= 7'b1011011;
            4'd3 : digit <= 7'b1001111;
            4'd4 : digit <= 7'b1100110;
            4'd5 : digit <= 7'b1101101;
            4'd6 : digit <= 7'b1111101;
            4'd7 : digit <= 7'b0000111;
            4'd8 : digit <= 7'b1111111;
            4'd9 : digit <= 7'b1101111;
          endcase
        else 
            digit <= 7'b0000000;
endmodule
module main_clock(    
    input CLK,
    input [3:0]state,
    output wire compare,
    output [1:0]pos,
    output [3:0]number1,
    output [3:0]number2,
    output [3:0]number3,
    output [3:0]number4,
    output mid_d,
    output need_to_fl
    );
    reg [3:0]min_2;
    reg [3:0]min_1;
    reg [3:0]hour_2;
    reg [3:0]hour_1;
    reg [5:0]dot = 0;
    reg [23:0]main_cnt = 0;
    reg [0:0]button_press = 0;
    reg [1:0]position = 0;
    reg [0:0]need_to_flash;
    reg [0:0] mid_dot; 
    assign compare = (main_cnt >= 6000000);
    always_ff@(posedge CLK)
      begin
            case (state)
            4'b0111 : begin
                       main_cnt<=24'b0;
                       dot<= 5'b0;
                       min_2<=4'b0;
                       min_1<=4'b0;
                       hour_2<=4'b0;
                       hour_1<=4'b0;
                       button_press<=1'b0;
                       position<=2'b0;
                     end
            4'b1011 : begin
                     need_to_flash <= 1'b1; 
                     if (main_cnt[20:0]==0)                     
                        button_press <= button_press + 1;   
                     if (button_press == 0)
                       begin 
                           need_to_flash <= 1'b0;
                       end
                     end
            4'b1101 : begin
                       if(button_press == 1)
                          if (main_cnt[20:0]==0)     
                              position <= position + 1;        
                     end
            4'b1110:  if(button_press == 1)
                         if (main_cnt[20:0]==0)
                          case (position)
                             0: if (hour_1 == 2)
                                  hour_1 <=  4'b0;
                                else
                                  hour_1 <= hour_1 + 1;        
                             1:begin
                                if (hour_2 == 9)
                                      hour_2 <=4'b0;
                                else if(hour_1 == 2 && hour_2 == 3)
                                      hour_2 <=4'b0;
                                else 
                                      hour_2 <= hour_2 + 1;    
                                end        
                             2:if (min_1 == 5)
                                   min_1 <=  4'b0;
                               else
                                   min_1 <= min_1 + 1;
                             3: if (min_2 == 9) 
                                    min_2 <=  4'b0;
                                else
                                    min_2 <= min_2 + 1;
                          endcase   
            4'b1111: begin 
                if (button_press == 0)
                  begin
                    if (main_cnt[23:0] < 6000000)
                         mid_dot<=1; 
                     if (main_cnt[23:0] >= 6000000)
                         mid_dot<=0;
                     if (main_cnt[23:0] == 12000000)
                         begin
                         main_cnt <= 0;
                         if (dot == 59)
                            begin
                            dot<=0;
                            if (min_2 == 9)
                               begin
                               min_2<=0;
                               if (min_1 == 5)
                                  begin
                                  min_1<=0;
                                  if (hour_2 == 3 && hour_1 == 2)
                                    begin
                                    hour_2 <= 0;
                                    hour_1 <= 0;
                                    end
                                  else if (hour_2 == 9)
                                    begin
                                    hour_2 <=0;
                                    hour_1 <= hour_1 + 1;
                                    end                      
                                  else
                                      hour_2 <= hour_2 + 1;
                                  end
                              else
                                min_1 <= min_1 + 1;  
                              end
                           else
                              min_2 <= min_2 + 1; 
                           end
                         else
                            dot <= dot + 1;  
                         end  
                   end
                 end               
                 endcase
                 main_cnt <= main_cnt + 1;
     end
     assign number1 = hour_1;
     assign number2 = hour_2;
     assign number3 = min_1;
     assign number4 = min_2;
     assign need_to_fl = need_to_flash;
     assign pos = position;
     assign mid_d = mid_dot;
endmodule
module lab_clock(
    input CLK,
    input reset,
    input set_time,
    input position_bt,
    input change_bt,
    output reg[6:0]led1,
    output reg[6:0]led2,
    output reg[6:0]led3,
    output reg[6:0]led4,
    output logic mid_dot
    );
    reg [3:0] state;
    reg [3:0]number1;
    reg [3:0]number2;
    reg [3:0]number3;
    reg [3:0]number4;
    reg need_to_fl;
    reg [1:0]pos;
    wire compare;
    logic mid_d; 
    assign state = reset*8 + set_time*4 + position_bt*2 + change_bt;
    main_clock mc(.CLK(CLK),.state(state),.compare(compare),.pos(pos),.number1(number1),.number2(number2),.number3(number3),.number4(number4),.mid_d(mid_d),.need_to_fl(need_to_fl));
    assign mid_dot = mid_d;
    num_module nm0(.number(number1),.param(compare && (pos == 2'b00) || ((pos == 2'b00)^(need_to_fl == 1'b1)) ||(need_to_fl == 1'b0)),.CLK(CLK),.digit(led1));
    num_module nm1(.number(number2),.param(compare && (pos == 2'b01) || ((pos == 2'b01)^(need_to_fl == 1'b1)) ||(need_to_fl == 1'b0)),.CLK(CLK),.digit(led2));
    num_module nm2(.number(number3),.param(compare && (pos == 2'b10)  || ((pos == 2'b10)^(need_to_fl == 1'b1)) ||(need_to_fl == 1'b0)),.CLK(CLK),.digit(led3));
    num_module nm3(.number(number4),.param(compare && (pos == 2'b11)  || ((pos == 2'b11)^(need_to_fl == 1'b1)) ||(need_to_fl == 1'b0)),.CLK(CLK),.digit(led4));
endmodule
```
==> flow_metrics.env <==
# implementation run metrics
export IMPL_status="finished clean"
export IMPL_ys_flop_type="dfxtp_1"
export IMPL_grt_pass1_wl_um=15500
export IMPL_path_class="in -> reg"
export IMPL_grt_pass1_vias=3190
export IMPL_first_pass_iters=4
export IMPL_irDropWorstVdd_uv=142
export IMPL_ant_nets=0
export IMPL_numSynthFlops=79
export IMPL_hold_path_class="reg -> reg"
export IMPL_n_antenna_cell=0
export IMPL_tns_ns=0
export IMPL_post_cts_setup_buffer_count=0
export IMPL_finalSetupViolations=0
export IMPL_coreArea_um2=14500
export IMPL_ys_types=67
export IMPL_edf_count=27
export IMPL_clock_latency_ns=0.33
export IMPL_lay_top_count="nor2_1"
export IMPL_ys_warn_count=3
export IMPL_fin_crit_sh_pct=54.0
export IMPL_warnings=41
export IMPL_synth_seq_share_pct=41.6
export IMPL_initCoreUtil_pct=30.7
export IMPL_min_to="mc.main_cnt[0]"
export IMPL_row_count=44
export IMPL_vias=3546
export IMPL_drv_slew=0
export IMPL_final_cell_mix="nor2_1, dfxtp_1, clkdlybuf4s50_1"
export IMPL_layout_drive_gt1_share_pct=5.22
export IMPL_dp_hpwl_um=6490
export IMPL_grt_overflow=0
export IMPL_reg2regPathDepth=6
export IMPL_grt_util_all_layers_pct=12.9
export IMPL_io_buffers=33
export IMPL_min_from="mc.main_cnt[0]"
export IMPL_cts_resized_gates=0
export IMPL_pre_cts_ws_ns=2.42
export IMPL_root_buffer="clkbuf_16"
export IMPL_grt_start_max_net_pins=22
export IMPL_avgSynthCellArea_um2=9.01
export IMPL_worst_slew_pin_slew_ns=0.740
export IMPL_whs_path_depth=1
export IMPL_setup_ws_ns=2.71
export IMPL_cellPowerDensity_nw_per_um2=234
export IMPL_antenna_found_initial=0
export IMPL_detail_route_wirelength_um=8990
export IMPL_rsz0062_at_grt="no"
export IMPL_critical_path_arrival_ns=3.15
export IMPL_via_per_inst=5.06
export IMPL_cap_violations=0
export IMPL_htreeDepth=3
export IMPL_die_area_um2=15300
export IMPL_syn_inst=494
export IMPL_rrSetupSlack_ns=3.34
export IMPL_cts_sinks=79
export IMPL_place_congestion=0.831
export IMPL_critPathCaptureType="flop"
export IMPL_r2r_end="mc.hour_1[3]"
export IMPL_fin_skew_ns=0.00413
export IMPL_required_ns=5.87
export IMPL_clockBufferDepth=2
export IMPL_finalHoldViolCount=0
export IMPL_cts_buffers=9
export IMPL_top_area_share_pct=23.4
export IMPL_async_flop_share_pct=0
export IMPL_ys_cells=494
export IMPL_rr_startpoint="mc.hour_1[0]"
export IMPL_drt_iter0_drc=331
export IMPL_cts_clk_slew_worst_paths_ns=0.06
export IMPL_syn_cell_area_um2=4450
export IMPL_ys_area_um2=4450
export IMPL_area_leaders="dfxtp_1, edfxtp_1, ha_1, nor2_1, xnor2_1"
export IMPL_cts_tree="yes"
export IMPL_detail_route_wl_per_cell_um=12.8
export IMPL_drc=0
export IMPL_largest_area_cell="dfxtp_1"
export IMPL_io_pins=34
export IMPL_p_leak_uw=0.00192
export IMPL_n_fill_cell=1387
export IMPL_cts_hold_buf=0
export IMPL_start_kind="input port"
export IMPL_die_w_um=124
export IMPL_crit_fanout=21
export IMPL_fmax_ghz=0.314
export IMPL_die_h_um=124
export IMPL_area_growth_pct=16.3
export IMPL_fin_crit_ns=3.19
export IMPL_maxSlewHeadroom_pct=50.7
synthesized netlist by cell type, types with 2 or more instances:
cell type,instances
a211oi_1,11
inv_1,27
nand3_1,27
and3_1,6
a22oi_1,2
o32ai_1,4
nand2_1,23
or4_4,2
dfxtp_1,52
nand2b_1,6
ha_1,23
nor4_1,8
o21a_1,2
a21oi_1,31
and4_1,2
o22ai_1,2
clkbuf_1,17
a2bb2oi_1,2
nor3_1,14
nor3b_1,10
nor2_1,62
a21boi_0,2
nor4b_1,2
mux2i_1,2
o21bai_1,5
xnor2_1,22
xor2_1,12
buf_2,7
o211ai_1,2
nand4_1,10
o21ai_0,16
a31oi_1,3
o31a_1,2
nor2b_1,7
nand3b_1,3
a21o_1,3
and2_1,3
edfxtp_1,27
or2_2,5
registers in the layout, indices dropped and copies added, names as in the netlist:
register and flops:
mc.min_1 4, nm2.digit 7, mc.hour_2 4, mc.need_to_flash 1, mc.min_2 4, mc.position 2, mc.button_press 1, mc.dot 6
mc.main_cnt 24, nm1.digit 7, mc.hour_1 4, nm3.digit 7, nm0.digit 7, mc.mid_dot 1
kinds of logic (layout without fill, tap and decap cells):
group	after synthesis	count (layout)	share of synthesized area, %
and+or+nand+nor	198	198	23.4
AOI/OAI and AO/OA	105	105	16.6
DFF	79	79	41.6
buffers and inverters	53	76	4.83
xor gates and xnor gates	34	34	6.69
adders and majority gates	23	23	6.46
muxes	2	2	0.450
worst max-delay path by stage:
stage	slack, ns	startpoint	to	depth (start not counted)
final	2.71	change_bt	mc.hour_2[2]	4
after global routing	2.58	change_bt	mc.hour_2[0]	4
after CTS	2.76	change_bt	mc.hour_2[1]	4
routing by layer:
layer | vias up | share of wire, % | track usage, %
met1 | 1648 | 50 | 19.9
met4 | 0 | 1.1 | 1.73
met3 | 9 | 5.8 | 3.64
met5 | - | 0 | 0
li1 | 1809 | - | -
met2 | 80 | 43 | 18.8
through the flow:
step	power [uW]	area (um2)	hold slack, ns	std cells	utilization (%)
final	1210	5180	0.438	701	35.8
after global routing	1270	5180	0.454	701	35.8
after CTS	1230	5180	0.439	701	35.8
after detailed placement	700	4900	0.425	685	33.8
after global placement	699	4900	0.417	685	33.8
after floorplan	659	4450	0.407	494	-
layout make-up:
class                   instances  area, um2  area share (%)
multi-input cells             362       2380            46.0
flip-flops and latches         79       1850            35.8
repair buffers                 33        330            6.38
well taps                     184        230            4.45
clock buffers                  10        229            4.42
inverters                      27        101            1.96
clock inverters                 6       51.3           0.991
power by group:
part           leakage (uW)  total, uW  internal, uW  switching (uW)
clock              0.000139        523           321             201
sequential         0.000681        595           580            14.8
combinational       0.00110       94.0          51.3            42.8
total               0.00192       1210           953             259
critical path: stages:
cell and delay [ns]:
clkdlybuf4s50_1 0.92, o211ai_1 0.19, a31o_2 0.27, a211oi_1 0.59
No activity file was given, so power comes from the tool's default toggle rates.
